<file path="design.v">
module mem_save_block(
						input	wire				CLK,
						input	wire				RST,
						input	wire				write_en,
						input	wire 	[511:0]		block_in,
						output	wire	[511:0]		block_out
						);
	reg [511:0] block_out_reg;
	assign block_out = block_out_reg;
	always @(posedge CLK or negedge RST) 
	begin: update_event
		if(RST == 1'b0) begin
			block_out_reg <= 512'b0;
		end
		else begin
			if(write_en == 1'b1) begin
				block_out_reg <= block_in;
			end
		end
	end
endmodule
</file>
<file path="config.mk">
export PLATFORM = sky130hd
export DESIGN_NAME = mem_save_block
export DESIGN_NICKNAME = mem_save_block
export VERILOG_FILES = /design/flow/design.v
export SDC_FILE = /design/flow/constraint.sdc
export NUM_CORES = 4
export LEC_CHECK = 1
export CORE_AREA = 10 10 396 396
export DIE_AREA = 0 0 406 406
</file>
<file path="constraint.sdc">
current_design mem_save_block

set clk_period 1.0
set clk_io_pct 0.2

create_clock -name clk0 -period $clk_period [get_ports {CLK}]

set non_clock_inputs [all_inputs -no_clocks]
set_input_delay [expr $clk_period * $clk_io_pct] -clock clk0 $non_clock_inputs
set_output_delay [expr $clk_period * $clk_io_pct] -clock clk0 [all_outputs]
</file>
<file path="run.sh">
#!/bin/bash
# OpenROAD 26Q1-2900-gdf79404cd8, Yosys 0.63+post, stock flow scripts
make -C /OpenROAD-flow-scripts/flow DESIGN_CONFIG=/design/flow/config.mk WORK_HOME=/design/flow/orfs finish
</file>
==> impl_metrics.py <==
# Auto-generated metrics
metrics = {
    "status": {
        "status": "complete, but fails checks",
        "violations": "negative setup slack",
    },
    "final_layout": {
        "stdcell_count": 4299,
        "layout-drive-gt1-share": 0.561,
        "final_area_um2": 33900,
        "largest_register_ffs": 512,
        "area_growth_syn_to_layout_pct": 76.3,
    },
    "floorplan": {
        "coreArea_um2": 148000,
        "initCoreUtil": 0.130,
        "die_h_um": 406,
        "chip_area_um2": 165000,
        "chipWidth_um": 406,
        "pin_count": 1027,
        "num_rows": 141,
    },
    "setup_path": {
        "worst_path_max_delay_cell": "dfrtp_2",
        "slowest_delay_ns": 0.48,
        "crit_path_cell_trace": "buf_6",
        "required_ns": 0.80,
        "cp-end-kind": "output pin",
        "worstPathMaxFanout": 3,
        "path_buffers": 1,
        "cpLargestDelayFamily": "flip-flops",
        "path_class": "register to output pin",
        "critical_path.startpoint_type": "register",
        "worstPathArrival_ns": 1.25,
    },
    "synthesis": {
        "ys_cells": 1081,
        "yosysTopAreaCell": "dfrtp_1",
        "async_reset_ff_frac": 1.00,
        "ys_chip_area_um2": 19200,
        "top_area_frac": 0.667,
        "synth_cell_type_count": 5,
        "ys_seq_share": 0.667,
        "ys.warnings.count": 1,
        "synth-edff-count": 0,
        "area_leaders": "dfrtp_1, mux2_2, buf_6",
        "synth_flop_count": 512,
        "top_cells_by_count": "dfrtp_1, mux2_2, buf_6",
        "syn_area_um2": 19200,
        "flop_cell": "dfrtp_1",
        "syn_avg_cell_area_um2": 17.8,
        "synthCells": 1081,
    },
    "global_routing": {
        "antenna_found_initial": 74,
        "globalRouteOverflowTotal": 0,
        "grt_pass1_vias": 15100,
        "track_usage": 0.124,
        "grt_max_degree": 52,
        "grt_pass1_wl_mm": 137,
    },
    "final_timing": {
        "fmax_mhz": 692,
        "min_period_ns": 1.45,
        "worst_pin_slew_ns": 0.755,
        "hold_viol": 0,
        "fin_crit_sh": 1.45,
        "slew_violations": 0,
        "setup_viol": 857,
        "setup_ws_ns": -0.446,
        "rsz0062_at_grt": "true",
        "timing.hold.ws_ns": 0.123,
        "fin_skew_ns": 0,
        "max_slew_margin": 0.495,
    },
    "cts": {
        "clkTransAtPathRegs_ns": 0.06,
        "clock_path_buffers": 3,
        "cts_buffers": 67,
        "cts_tree": "built",
        "clk_latency_ns": 0.65,
        "root_buffer": "clkbuf_16",
        "cts.sinks": 512,
        "htree_levels": 3,
    },
    "detailed_routing": {
        "wire_per_inst_um": 24.8,
        "routed_wl_mm": 107,
        "drtAntennaViolNets": 0,
        "via_count": 14500,
        "drc": 0,
        "first_pass_iters": 4,
        "dr.first_iter.drc_count": 591,
        "viasPerCell": 3.36,
    },
    "placement": {
        "routabilityCongestion": 0.877,
        "port_buffers": 1026,
        "dp.cells": 4074,
        "hpwl_mm": 89.0,
        "placed_cell_area_um2": 32400,
    },
    "run": {
        "warnings": 28,
        "drv_cap": 0,
    },
    "power_and_ir_drop": {
        "peakVddDrop_mv": 1.31,
        "fin_total_pwr_mw": 59.6,
        "powerDensity_nw_per_um2": 1760,
        "leakage_nw": 14.6,
    },
    "hold_path": {
        "hold_class": "input pin to async pin",
    },
}
==> what timing repair did <==
action                                  in CTS  in global routing
endpoints found under the hold margin      513                512
endpoints found under the setup margin     512               1235
buffers inserted                            63                 24
resized                                   1816                 22
hold buffers                                 5                  1
gates cloned                                 0                  4
==> worst reg2reg max path: stages (launching register included) <==
cell and delay [ns]:
dfrtp_1 0.39, buf_4 0.13, buf_4 0.12, mux2_2 0.25
==> cell families (layout without fill, tap and decap cells) <==
group,count (synthesis),after routing,share of synthesized area
other,0,19,0
buffers and inverters,57,1326,0.0335
flip-flops,512,512,0.667
multiplexers,512,512,0.300
==> stage by stage <==
stage / utilization / worst slack (ns) / TNS [ns]
floorplan: - / -0.0364 / -14.96
global placement: 0.219 / -0.281 / -139.47
detailed placement: 0.219 / -0.289 / -142.36
CTS: 0.227 / -0.547 / -290.65
global route: 0.229 / -0.526 / -267.79
finish: 0.229 / -0.446 / -202.56
==> final timing paths <==
kind | startpoint | endpoint | cells after the start | slack (ns)
worst min register to register | block_out_reg[113] | block_out_reg[113] | 1 | 0.50
min in group clk0 | block_in[413] | block_out_reg[413] | 2 | 0.16
max in group asynchronous | RST | block_out_reg[155] | 4 | -0.17
worst max register to register | block_out_reg[460] | block_out_reg[460] | 3 | 0
worst max-delay path | block_out_reg[172] | block_out[172] | 1 | -0.45
worst min-delay path | RST | block_out_reg[422] | 2 | 0.12
==> report_power, final <==
part,switching (mW),internal [mW],leakage [nW]
Combinational,3.45,6.47,7.47
Sequential,1.29,22.8,5.97
Clock,10.1,15.5,1.13
Total,14.8,44.8,14.6
==> per-layer routing <==
layer	vias up	wire, um	part of all wire	track usage
met5	-	393	0.0037	0
met4	60	1910	0.018	0.0178
met3	158	11900	0.11	0.0578
met2	621	52100	0.49	0.205
met1	7316	40300	0.38	0.152
li1	6299	-	-	-
==> layout by cell type (no fill, tap or decap) <==
master           instances
clkbuf_1                14
clkinv_8                 3
clkbuf_16               73
clkbuf_8                 8
dlymetal6s2s_1           1
buf_4                  142
diode_2                 19
clkinv_16                2
buf_2                  385
dfrtp_2                 12
buf_16                   2
clkdlybuf4s50_1        512
clkinvlp_4               5
clkinv_2                 6
buf_8                    2
mux2_4                  11
dfrtp_1                500
buf_6                  114
clkinv_4                 3
mux2_2                 501
inv_6                    2
bufinv_16                8
dlymetal6s4s_1           1
dlygate4sd3_1            3
buf_12                  40
==> area by class of cell <==
class / instances / area (um2)
sequential: 512 / 12800
antenna: 19 / 47.5
fill: 15600 / 114000
multi-input combinational: 512 / 5810
timing repair buffer: 1206 / 10400
tap: 1930 / 2410
clock inverter: 29 / 460
clock buffer: 91 / 1890
Power is estimated from default activity; no workload was simulated.
